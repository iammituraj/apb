==> run.sh <==
#!/bin/bash
# OpenROAD 26Q1-2900-gdf79404cd8, Yosys 0.63+post, stock flow scripts
make -C /OpenROAD-flow-scripts/flow DESIGN_CONFIG=/design/flow/config.mk WORK_HOME=/design/flow/orfs finish
==> design.v <==
module apb_slave #(
   parameter DW = 32 ,   
   parameter AW = 5  ,   
   localparam SW = int'($ceil(DW/8))   
)
(
   input  logic pclk    ,   
   input  logic presetn ,   
   input  logic [AW-1:0] i_paddr   ,   
   input  logic          i_pwrite  ,   
   input  logic          i_psel    ,   
   input  logic          i_penable ,   
   input  logic [DW-1:0] i_pwdata  ,   
   input  logic [SW-1:0] i_pstrb   ,   
   output logic [DW-1:0] o_prdata  ,   
   output logic          o_pslverr ,   
   output logic          o_pready  ,   
   output logic o_hw_ctl ,    
   input  logic i_hw_sts      
);
typedef enum logic [1:0] 
{
   IDLE     = 2'b00 , 
   W_ACCESS = 2'b01 , 
   R_ACCESS = 2'b10 ,
   R_FINISH = 2'b11
}  state_t ;
state_t state_ff ;
localparam ADDR_LSB = $clog2(DW/8)     ;
localparam N_REG    = 2**(AW-ADDR_LSB) ;   
logic [DW-1:0] apb_reg[5] ; 
logic wr_err, rd_err ;
logic req_rd, req_wr ;
assign req_rd = i_psel && ~i_pwrite ;
assign req_wr = i_psel &&  i_pwrite ;
always @(posedge pclk) begin   
   if (!presetn) begin      
      state_ff <= IDLE ;
      apb_reg[0] <= '0 ;
      apb_reg[1] <= '0 ;
      apb_reg[2] <= '0 ;       
      o_prdata <= '0   ;
      o_pready <= 1'b0 ;
   end   
   else begin       
      case (state_ff)
         IDLE : begin            
            if (req_wr) begin
               o_pready <= 1'b1     ;     
               state_ff <= W_ACCESS ;     
            end       
            else if (req_rd) begin
               o_pready <= 1'b0     ;     
               state_ff <= R_ACCESS ;     
            end           
         end
         W_ACCESS : begin             
            if (req_wr && i_penable) begin
               case (i_paddr [AW-1:ADDR_LSB])
                  0       : apb_reg[0] <= i_pwdata ;
                  1       : apb_reg[1] <= i_pwdata ;
                  2       : apb_reg[2] <= i_pwdata ;
                  default : ;                 
               endcase
            end 
            o_pready <= 1'b0 ;
            state_ff <= IDLE ;
         end
         R_ACCESS : begin                   
            if (req_rd && i_penable) begin
               case (i_paddr [AW-1:ADDR_LSB])
                  0       : o_prdata <= apb_reg[0] ;                     
                  2       : o_prdata <= apb_reg[2] ;
                  3       : o_prdata <= apb_reg[3] ;
                  4       : o_prdata <= apb_reg[4] ;
                  default : o_prdata <= '0         ;   
               endcase         
            end
            else begin
               o_prdata <= '0 ;   
            end
            o_pready <= 1'b1     ;   
            state_ff <= R_FINISH ; 
         end
         R_FINISH : begin              
            o_pready <= 1'b0 ;
            state_ff <= IDLE ;            
         end
         default : ;         
      endcase 
   end
end
assign apb_reg[3] = 32'hDEAD_BEEF ;   
assign apb_reg[4] = i_hw_sts      ;   
assign o_hw_ctl = apb_reg[0] ;
assign wr_err    = (state_ff == IDLE)     && req_wr && (i_paddr[AW-1:ADDR_LSB] == 3 || i_paddr[AW-1:ADDR_LSB] == 4);   
assign rd_err    = (state_ff == R_ACCESS) && req_rd && (i_paddr[AW-1:ADDR_LSB] == 1);                                  
always @(posedge pclk) begin   
   if (!presetn) begin      
      o_pslverr <= 1'b0 ;
   end   
   else begin
      o_pslverr <= wr_err | rd_err ; 
   end
end
endmodule
==> config.mk <==
export PLATFORM = sky130hd
export DESIGN_NAME = apb_slave
export DESIGN_NICKNAME = apb_slave
export VERILOG_FILES = /design/flow/design.v
export SDC_FILE = /design/flow/constraint.sdc
export NUM_CORES = 4
export LEC_CHECK = 1
export CORE_UTILIZATION = 40
export SYNTH_HDL_FRONTEND = slang
==> constraint.sdc <==
current_design apb_slave

set clk_period 4.9
set clk_io_pct 0.2

create_clock -name clk0 -period $clk_period [get_ports {pclk}]

set non_clock_inputs [all_inputs -no_clocks]
set_input_delay [expr $clk_period * $clk_io_pct] -clock clk0 $non_clock_inputs
set_output_delay [expr $clk_period * $clk_io_pct] -clock clk0 [all_outputs]
==> impl_metrics.yaml <==
# flow metrics
yosys:
  flop_cell: "dfxtp_1"
  numSynthFlops: 102
  yosys_area_um2: 4170
  ys_types: 31
  synth_area_um2: 4170
  edf_count: 0
  ys_seq_share_pct: 49.0
  syn_area_per_cell_um2: 9.31
  syn_inst: 448
  yosys-stat-cells: 448
  yosysWarnings: 0
  async_flop_share_pct: 0
floorplanning:
  die_area_um2: 10800
  die_x_um: 104
  rows: 36
  coreArea_um2: 9950
  die_h_um: 104
  initial_core_util_pct: 41.9
  boundaryPins: 82
worst_setup_path:
  end_kind: "flop"
  worst_path_most_repeated_cell: "buf_4"
  r2r_setup_slack_ns: 3.55
  worst_path_max_delay_cell: "clkdlybuf4s50_1"
  critPathBufInv: 3
  startpoint: "i_paddr[2]"
  slowest_delay_ns: 0.89
  cp.arrival_ns: 3.27
  critPathLaunchType: "input pin"
  path_class: "input pin to flop"
  cp_max_fo: 30
  timing.rr.start: "state_ff[1]$_DFF_P_"
  crit_chain: "clkdlybuf4s50_1, buf_4, nor2_4, nand4_2, buf_4, mux2i_1"
  cp_top_family: "buffers and inverters"
  worstPathRequired_ns: 5.18
global_route:
  grt_usage_pct: 18.4
  grt_max_degree: 68
  grt_pass1_wl_um: 15700
  overflow: 0
  grt_pass1_vias: 3170
  antenna_found_initial: 0
sta:
  worst_slew_pin_slew_ns: 0.659
  max_freq_mhz: 335
  maxSlewViolCount: 0
  rsz0062_at_grt: "no"
  hold_violations: 0
  fin_crit_ns: 2.99
  min_period_over_period_pct: 61.0
  whs_ns: 0.458
  setup_tns_ns: 0
  fin_worst_skew_ns: 0.00938
  relSlewSlack_pct: 55.9
  setup_slack_ns: 1.91
  setup_viol: 0
clock_tree:
  cts_buffers: 9
  cts.path.max_buffers: 2
  cts_resized: 0
  cts_tree: "built"
  clk_pin_slew_worst_paths_ns: 0.10
  insertion_delay_ns: 0.36
  htreeDepth: 3
  post-cts-setup-buffer-count: 0
  cts.hold.buffers_added: 0
  clock_sinks: 102
  cts_root_buffer: "clkbuf_8"
final_layout:
  layout-drive-gt1-share_pct: 7.59
  utilization_pct: 52.1
  n_fill_cell: 914
  final_cells: 647
  largest_reg_flops: 63
  areaGrowthSynthToFinish_pct: 24.4
power:
  powerDensity_nw_per_um2: 292
  seq_power_share_pct: 55.0
  p_sw_mw: 0.346
  internal-power_mw: 1.17
  pwr-share-clk_pct: 37.6
  comb_power_share_pct: 7.4
  power_leakage_nw: 2.28
  sw_frac_of_total_pct: 22.8
  peakVddDrop_uv: 218
route:
  drc: 0
  viasPerCell: 5.02
  antenna_left: 0
  wl_um: 9340
  dr.pass1.iters: 4
  avgRoutedWirePerCell_um: 14.4
  dr.first_iter.drc_count: 97
  dr_total_vias: 3251
  antenna_cells: 0
placed_design:
  place_congestion: 0.791
  pre_cts_ws_ns: 1.57
  place_inst: 632
  port_buffers: 75
  hpwl_um: 5620
job:
  warnings: 31
  cap_violations: 0
min_path:
  hp-class: "flop to flop"
  min_from: "o_prdata[15]$_SDFFE_PN0P_"
run_status:
  status: "complete, no violations"
layout make-up:
type                            count  area, µm²  area share (%)
Clock buffer                       10        128            2.46
Multi-Input combinational cell    312       1950            37.7
Sequential cell                   102       2040            39.4
Clock inverter                      5       83.8            1.62
Inverter                            1       3.75          0.0723
Tap cell                          133        166            3.21
Timing Repair Buffer               84        811            15.6
cell usage in the layout, fill, tap and decap left out, types with 9 or more instances in the layout:
cell type and n:
nor2b_1 13, a21oi_1 27, buf_4 10, nand2_1 121, o21a_1 23, clkdlybuf4s50_1 73, clkbuf_8 9, mux2i_1 64
dfxtp_1 102, o21ai_0 25
cell usage after synthesis (4+ instances only):
| library cell | count | area share [%] |
|---|---|---|
| a21oi_1 | 27 | 3.2 |
| nor2b_1 | 14 | 2.1 |
| o21ai_0 | 25 | 3.0 |
| buf_1 | 4 | 0.36 |
| mux2_2 | 8 | 2.2 |
| clkbuf_1 | 17 | 1.5 |
| buf_4 | 6 | 1.1 |
| dfxtp_1 | 102 | 49 |
| a32oi_1 | 8 | 1.7 |
| o21a_1 | 23 | 4.1 |
| nand2_1 | 121 | 11 |
| mux2i_1 | 64 | 15 |
final timing paths:
check,end,depth (start not counted)
worst min register to register,o_prdata[15]$_SDFFE_PN0P_,2
worst max register to register,o_prdata[6]$_SDFFE_PN0P_,4
worst max-delay path,apb_reg[145]$_SDFFE_PN0P_,6
worst min-delay path,o_prdata[15]$_SDFFE_PN0P_,2
routing by layer:
metal | GRT usage, % | vias up | wire [µm]
li1 | - | 1648 | -
met1 | 29.7 | 1528 | 4820
met2 | 27.8 | 66 | 4070
met3 | 3.13 | 9 | 348
met4 | 1.43 | 0 | 93
met5 | 0 | - | 0
metrics by stage:
step | cell area (µm²) | power (mW)
6_report | 5190 | 1.52
5_1_grt | 5190 | 1.58
4_1_cts | 5190 | 1.54
3_5_place_dp | 4980 | 0.966
3_3_place_gp | 4980 | 0.965
2_1_floorplan | 4170 | 0.911
tightest hold or removal path: cells and delay by family (launching register included):
| family | cells | cell delay [ns] |
|---|---|---|
| AND-OR/OR-AND | 1 | 0.05 |
| flip-flops | 1 | 0.34 |
| AND/OR/NAND/NOR | 1 | 0.04 |
power by group through the flow:
stage / registers, mW / clock network [mW] / logic (mW)
global route: 0.835 / 0.618 / 0.123
CTS: 0.834 / 0.589 / 0.113
finish: 0.834 / 0.571 / 0.112
logic make-up after synthesis:
logic type      after synthesis  synth area share, %
simple gates                154                 16.6
flops                       102                 49.0
compound gates               86                 12.7
mux                          72                 17.5
buf+inv                      34                 4.23
Power and IR drop assume default switching activity.
